[/design/flow/design.v]
module up_counter_64    (
    output reg  [63:0] out     ,     
    input  wire       clk      ,     
    input  wire       reset    ,     
    input  wire       en             
);
always_ff @(posedge clk, posedge reset)
    if (reset) begin                 
      out <= 64'b0 ;
    end else if (en) begin
      out <=out+1;
    end
endmodule 
[/design/flow/run.sh]
#!/bin/bash
# OpenROAD 26Q1-2900-gdf79404cd8, Yosys 0.63+post, stock flow scripts
make -C /OpenROAD-flow-scripts/flow DESIGN_CONFIG=/design/flow/config.mk WORK_HOME=/design/flow/orfs finish
[/design/flow/config.mk]
export PLATFORM = sky130hd
export DESIGN_NAME = up_counter_64
export DESIGN_NICKNAME = up_counter_64
export VERILOG_FILES = /design/flow/design.v
export SDC_FILE = /design/flow/constraint.sdc
export NUM_CORES = 4
export LEC_CHECK = 1
export CORE_UTILIZATION = 40
[/design/flow/constraint.sdc]
current_design up_counter_64

set clk_period 4.4
set clk_io_pct 0.2

create_clock -name clk0 -period $clk_period [get_ports {clk}]

set non_clock_inputs [all_inputs -no_clocks]
set_input_delay [expr $clk_period * $clk_io_pct] -clock clk0 $non_clock_inputs
set_output_delay [expr $clk_period * $clk_io_pct] -clock clk0 [all_outputs]
==> results_dict.tcl <==
# implementation run metrics
set metrics [dict create \
    syn-cell-area_um2 3080 \
    slew_headroom_pct 50.7 \
    fp-utilization_pct 42.0 \
    p_per_area_nw_per_um2 311 \
    nFillCells 622 \
    ant_nets 0 \
    hold_buffers 0 \
    io_pins 67 \
    post_cts_buffers 0 \
    min_period_ps 2620 \
    antenna_found_initial 0 \
    hp-start "out[63]" \
    p_leak_nw 1.75 \
    critPathSlowestCell "clkdlybuf4s50_1" \
    worst_setup_path_start_kind "primary input" \
    startpoint "en" \
    worstPathCellList "clkdlybuf4s50_1 -> nand4_2 -> nor4_4 -> and3_1 -> nand4_1 -> xnor2_1" \
    ys_seq_share_pct 52.0 \
    numSynthFlops 64 \
    synthTopCellsByArea "dfrtp_1 52%, xnor2_1 11%, xor2_1 6.5%" \
    clock-sinks 64 \
    drt_iter0_drc 57 \
    tightest_slew_ps 738 \
    wl_um 6270 \
    grt_pass1_wl_um 10900 \
    synth_top_flop_cell "dfrtp_1" \
    die_w_um 89.7 \
    post_cts_resize_count 0 \
    synth.distinct_cells 27 \
    required_ps 4620 \
    grt_usage_pct 17.3 \
    grt_pass1_vias 2187 \
    final-max-slew-violation-count 0 \
    top_area_share_pct 52.0 \
    drtPass1Iterations 4 \
    portBuffers 66 \
    coreArea_um2 7330 \
    top_regs "out (64)" \
    cp_top_family "simple AND/OR/NAND/NOR gates" \
    hold_violations 0 \
    synthCells 273 \
    hp-class "reg -> reg" \
    die_area_um2 8050 \
    finalClockSkew_ps 10.6 \
    synthTopCellsByCount "64 x dfrtp_1, 40 x xnor2_1, 28 x nand3_1" \
    htree_levels 3 \
    overflow 0 \
    critPathKind "in -> reg" \
    final_cell_area_um2 4040 \
    warning_count 25 \
    avgSynthCellArea_um2 11.3 \
    crit_fanout 6 \
    vias 2232 \
    max-vdd-ir-drop_v 0.000276 \
    drive_gt1_share_pct 9.89 \
    maxCapViolations 0 \
    gp_congestion 0.837 \
    placed_area_um2 3860 \
    cts_tree "yes" \
    ys_warn_count 1 \
    critPathArrivalTime_ps 2840 \
    yosys_cells 273 \
    dp_hpwl_um 4510 \
    combGateArea_um2 1440 \
    via_per_inst 4.93 \
    ys_async_sr_fraction_pct 100 \
    regMostFlops "out" \
    clockBufferDepth 2 \
    grt_max_degree 36 \
    slowest_delay_ps 600 \
    cp-end-kind "flop" \
    synth_chip_area_um2 3080 \
    drc 0 \
    rows 31 \
    avgRoutedWirePerCell_um 13.8 \
    outcome "finished clean" \
    cts_made_buffers 9 \
    largest_reg_flops 64 \
    clk_latency_ps 330 \
    max_freq_mhz 381 \
    top_cell "dfrtp_1" \
    final-setup-viol-count 0 \
    yosys.area.top_type "dfrtp_1" \
    r2r_start "out[0]" \
    clk_pin_slew_ps 60 \
    cp_num_buf_inv 1 \
    period_used_pct 59.6 \
    seq_area_um2 1600 \
    n_antenna_cell 0 \
    die_h_um 89.7 \
    rsz0062_at_grt "no" \
    syn_to_final_growth_pct 31.3 \
    cts-root-buf "clkbuf_8" \
    edf_count 0 \
    fin_tns_setup_ps 0 \
]
worst reg2reg max path, delay by kind of cell, from the launching register on:
kind                       cells  cell delay, ps
DFF                            1             430
adders and majority gates      1             220
and+or+nand+nor                4            1160
xor gates and xnor gates       1             170
report_power, final:
part           switching [mW]  internal, mW
combinational          0.0353        0.0798
sequential             0.0536         0.619
clock                   0.210         0.259
total                   0.299         0.958
per-stage QoR:
step                      utilization (%)  cells  setup slack, ps  hold WS, ps  power (mW)
after floorplan                         -    273             1920          420       0.722
after global placement               52.7    437             1450          461       0.801
after detailed placement             52.7    437             1400          458       0.799
after CTS                            55.1    453             1750          468        1.28
after global routing                 55.1    453             1570          489        1.31
final                                55.1    453             1780          463        1.26
worst paths after layout:
path,end,slack [ps],cells past startpoint
max in group asynchronous,out[47],2540,3
worst max register to register,out[54],2350,6
worst min register to register,out[63],460,1
min in group asynchronous,out[1],1000,2
worst min-delay path,out[63],460,1
worst max-delay path,out[35],1780,6
layer usage:
metal	wire (um)	vias to the layer above	global-route usage (%)
met5	0	-	0
met4	111	0	2.05
met3	313	9	4.38
met2	2760	54	25.2
met1	3080	1062	28.1
li1	-	1107	-
placed cells by master (no fill, tap or decap), types with 2 or more instances in the layout:
cell	n
and2_1	2
and3_1	5
and4_1	4
clkbuf_1	3
clkbuf_8	9
clkdlybuf4s50_1	66
clkinv_2	3
dfrtp_1	64
inv_1	7
nand2_1	26
nand3_1	28
nand3_4	3
nand4_1	17
nand4_2	3
nor2_1	18
nor3_1	11
nor3_2	3
nor4_1	2
nor4_2	3
nor4_4	4
xnor2_1	40
xor2_1	23
kinds of logic after synthesis:
family	after synthesis	share of synthesized area (%)
adder cells (fa/ha/maj)	1	0.406
AND/OR/NAND/NOR	134	28.0
flip-flops	64	52.0
buffers and inverters	10	1.26
multiplexers	1	0.366
XOR/XNOR	63	17.9
cell type report:
type	instances	area share, %
flip-flops and latches	64	39.6
multi-input cells	199	35.6
repair buffers	67	16.5
clock buffers	12	3.34
well taps	99	3.06
clock inverters	4	1.11
inverters	8	0.743
No activity file was given, so power comes from the tool's default toggle rates.
